`flow/config.mk`:
```
export PLATFORM = sky130hd
export DESIGN_NAME = memoryUnit
export DESIGN_NICKNAME = memoryUnit
export VERILOG_FILES = /design/flow/design.v
export SDC_FILE = /design/flow/constraint.sdc
export NUM_CORES = 4
export LEC_CHECK = 1
export CORE_AREA = 10 10 96 96
export DIE_AREA = 0 0 106 106
```
`flow/constraint.sdc`:
```
current_design memoryUnit

set clk_period 1.0
set clk_io_pct 0.2

create_clock -name clk0 -period $clk_period

set non_clock_inputs [all_inputs -no_clocks]
set_input_delay [expr $clk_period * $clk_io_pct] -clock clk0 $non_clock_inputs
set_output_delay [expr $clk_period * $clk_io_pct] -clock clk0 [all_outputs]
```
`flow/design.v`:
```
module memoryUnit(aluResult, op2, isLd,isSt, DataMemResult, readDataMem, readDataMemAddr, writeDataMem, writeDataMemAddr, wrDataMem);
output [31:0]readDataMem, writeDataMem, DataMemResult;
output [31:0]readDataMemAddr, writeDataMemAddr;
output wrDataMem;
input [31:0]aluResult, op2;
input isLd, isSt;
assign wrDataMem = isLd ? 0 : (isSt ? 1 : 0);
assign readDataMemAddr = isLd ? aluResult : 0;
assign writeDataMemAddr = isSt ? aluResult : 0;
assign writeDataMem = isSt ? op2 : 0;
endmodule
module dataMemory(readDataMem, readDataMemAddr, writeDataMem, writeDataMemAddr, wrDataMem, clk);
output reg[31:0] readDataMem;
input [31:0]readDataMemAddr,writeDataMem, writeDataMemAddr;
input wrDataMem, clk;
reg [31:0]dataMemoryChip[0:8196];
always @(posedge clk) begin
    if(!wrDataMem) readDataMem = dataMemoryChip[readDataMemAddr];
        else if(wrDataMem) dataMemoryChip[writeDataMemAddr] = writeDataMem;
        else begin
            readDataMem = 0;
        end
end
endmodule
```
`flow/run.sh`:
```
#!/bin/bash
# OpenROAD 26Q1-2900-gdf79404cd8, Yosys 0.63+post, stock flow scripts
make -C /OpenROAD-flow-scripts/flow DESIGN_CONFIG=/design/flow/config.mk WORK_HOME=/design/flow/orfs finish
```
==> ci_impl_report.md <==
## Synthesis and layout report

| Metric | Value |
|---|---|
| Area leader share | between 50% and 60% |
| Failing checks | negative setup slack |
| Hpwl dp | 5570 um |
| Dpl cells | ~430 |
| Status | finished, violations left |
| Pre-antenna DRT Iters | 3 |
| Die Y | 106 um |
| Area leader, netlist | and2_1 |
| Register Area | 0 um2 |
| Syn Area/Cell | ~7 um2 |
| Crit path max fanout | 7 |
| Sequential share of the synthesized area | 0% |
| CP arrival | 0.94 ns |
| Setup TNS | -1.444 ns |
| Crit path launch type | input port |
| RSZ-0062 raised after global routing | true |
| Wire per inst | roughly 16 um |
| Gr ovfl total | 0 |
| Core box area | 7214 um2 |
| Top cells, area | and2_1, buf_4, buf_6 |
| Initial antenna violation count | 0 |
| Die area | about 11,000 um2 |
| GP Congestion | approximately 0.83 |
| Diode count | 0 |
| Rows | 31 |
| Antenna Violating Nets Remaining | 0 |
| # DRC | 0 |
| Power Density | 324.2 nW/um2 |
| Largest net degree at the start of global routing | 14 |
| 1st-iter DRT viols | 21 |
| Commonest cells in the netlist | and2_1, buf_4, buf_6 |
| Syn-to-layout area delta | 146.0% |
| Synth Cell Area | approximately 1200 um2 |
| Tot GR Track Use | 11.25% |
| P_leak | about 1.8 nW |
| # Cells Yosys | 172 |
| Post-Synthesis Cells | 172 |
| Final Core Density | ~40% |
| Cell variety after synth | 7 |
| Post-route clock period utilization | 114.4% |
| Share of layout cells above drive strength 1 | 45.66% |
| Via count of the routed design | 1,536 |
| Peak supply drop | approximately 0.00018 V |
| YS chip area | between 1000 and 1500 um2 |
| Setup violations, final | 38 |
| Setup WS pre-CTS | -0.8260 ns |
| Critical path capture point type | output port |
| Drt via density | ~3.4 |
| Flop count | 0 |
| Crit path time final | roughly 1.1 ns |
| Worst Hold Class | input port to output port |
| Slew Limit Fails | 0 |
| Final hold vios | 0 |
| Vias in the first global route | ~1,700 |
| Top-level I/O count | 227 |
| Most instantiated library cell after synthesis | and2_1 |
| Die X | between 100 and 150 um |
| Worst path required time | around 0.80 ns |
| PortBufs | about 160 |
| Kind of critical path | input port to output port |
| PnR worst setup slack | -0.1439 ns |
| OpenROAD warning count | 34 |
| Global-route wire length before repair | 10,230 um |
| Fmax | approximately 900 MHz |
| Final Non-Filler Cells | roughly 460 |
| Number of max-cap violations | 0 |
| Clock buffers | 0 |
| Routed WL | a little over 7000 um |
| Hold Slack | 0.6748 ns |
| Fp util | between 10% and 20% |
| YS warnings | around 64 |
==> placed cells by master, fill, tap and decap left out <==
master           Yosys  final
clkbuf_2             3     39
buf_6                6     31
clkdlybuf4s15_1      0     18
clkdlybuf4s50_1      0      1
buf_12               0      3
conb_1               1     64
buf_2                1     24
dlygate4sd2_1        0     49
clkbuf_16            0      1
clkdlybuf4s15_2      0      1
buf_4               64      4
and2_1              96     46
nor2b_4              0      1
buf_8                0      5
buf_16               0      4
dlymetal6s2s_1       0     16
and2_4               0     50
==> final timing paths <==
path              startpoint                to  slack, ns  cells after the start
setup / recovery        isSt   writeDataMem[0]      -0.14                      6
hold / removal       op2[24]  writeDataMem[24]       0.67                      3
==> through the flow <==
stage,instance area (um2),total power [mW]
finish,2899,0.9398
global route,2899,1.035
CTS,2741,0.8468
detailed placement,2665,0.8761
global placement,2665,0.8806
floorplan,1415,0.3271
==> per-layer routing <==
metal,vias to the layer above,GRT usage [%],wire (um)
li1,758,-,-
met4,0,0.3868,0
met1,666,14.19,3059
met2,112,19.39,3478
met3,0,3.425,608
met5,-,0,0
==> worst max-delay path, stage by stage <==
cell	delay [ns]
buf_16	0.14
buf_12	0.14
clkbuf_16	0.14
buf_6	0.10
and2_1	0.12
buf_2	0.11
==> final cells by class <==
type                       instances  area [um2]
fill                             756        4315
multi-input combinational        161       979.7
tap                               99       123.9
timing repair buffer             196        1795
==> power breakdown <==
group | internal (mW) | total [mW] | switching, mW
sequential | 0 | 0 | 0
combinational | 0.673 | 0.940 | 0.267
clock | 0 | 0 | 0
total | 0.673 | 0.940 | 0.267
==> what timing repair did <==
action / in CTS / in global routing
resized: 282 / 166
setup buffers: 16 / 7
gates cloned: 6 / 1
endpoints found under the setup margin: 97 / 78
hold buffers: 0 / 0
pin swaps: 38 / 24
==> cell families after synthesis <==
group	share of synthesized area, %
and+or+nand+nor	51.49
buffers and inverters	48.19
other	0.3182
Power and IR drop assume default switching activity.
